===== ./design.v =====
module d_cache(d_cache_result, clk, reset_n, outside_hit, 
	DP_readM2, DP_writeM2, DP_address2, DP_data2, readM2, writeM2, address2, data2);
	output [16-1:0] d_cache_result;	 
	input clk;
	input reset_n;
	output outside_hit;
	input DP_readM2;
	input DP_writeM2;
	input [16-1:0] DP_address2;
	inout [16-1:0] DP_data2;
	output readM2;
	output writeM2;
	output [16-1:0] address2;
	inout [64-1:0] data2;
	reg [128-1:0] data_bank [0:2-1];
	reg [32-1:0] tag_bank [0:2-1];
	reg [16-1:0] i;
	wire [12:0] addr_tag = DP_address2[16-1:16-13];
	wire [0:0] addr_idx = DP_address2[16-14:16-14];
	wire [1:0] addr_bo = DP_address2[16-15:0];
	wire hit_1 = (addr_tag == tag_bank[addr_idx][32-1:32-13]) && (tag_bank[addr_idx][32-14] == 1);
	wire hit_2 = (addr_tag == tag_bank[addr_idx][32-17:32-29]) && (tag_bank[addr_idx][32-30] == 1);
	wire hit = (!DP_readM2 && !DP_writeM2) ? 1 : (hit_1 | hit_2);
	reg [3:0] miss_cnt;
	wire [16-1:0] hit_result = hit ? (hit_1 
		? (addr_bo==0 ? data_bank[addr_idx][127:112] : (addr_bo==1 ? data_bank[addr_idx][111:96]: (addr_bo == 2 ? data_bank[addr_idx][95:80]: data_bank[addr_idx][79:64])))	 
		: (addr_bo==0 ? data_bank[addr_idx][63:48] : (addr_bo==1 ? data_bank[addr_idx][47:32]: (addr_bo == 2 ? data_bank[addr_idx][31:16]: data_bank[addr_idx][15:0])))		 
		): 0;	 
	assign d_cache_result = (hit==1 && miss_cnt==0) ? hit_result :0 ;
	assign DP_data2 = DP_readM2 ? d_cache_result : 64'bz;
	assign outside_hit = (hit==1 && miss_cnt==0) ? 1 :0 ;
	wire addr_dirty_bit = tag_bank[addr_idx][32-15];
	assign address2 = (miss_cnt) ? ((addr_dirty_bit == 1 && miss_cnt==1)?{tag_bank[addr_idx][32-1:32-13],addr_idx,2'b00} :DP_address2 - (DP_address2 % 4)) : 0;
	assign writeM2 = (miss_cnt==1) ? ((addr_dirty_bit == 1) ? 1 : 0) : 0;	 
	assign readM2 = (miss_cnt==2) ? 1 : 0;
	assign data2 = DP_writeM2 ? 
		((miss_cnt==1 && (tag_bank[addr_idx][32-15] == 1)) 
			? ( (tag_bank[addr_idx][32-16] == 0)?data_bank[addr_idx][128-1 : 128-64] 
			:data_bank[addr_idx][128-65 : 128-128]) : 64'bz) 
		: 64'bz;
	reg [16-1:0] d_cache_access_cnt;
	reg [16-1:0] d_cache_miss_cnt;
	reg count_check;
	always @ (posedge clk) begin
		if(count_check == 0 && (DP_readM2 || DP_writeM2)) begin
			count_check <= 1;
			d_cache_access_cnt <= d_cache_access_cnt + 1;
		end
		else if(!(DP_readM2 || DP_writeM2)) count_check <= 0;
		if(miss_cnt == 2) d_cache_miss_cnt <= d_cache_miss_cnt + 1;
	end  
	always @ (posedge clk) begin
		if(!reset_n) begin
			for(i = 0; i < 2; i = i + 1) begin
				data_bank[i] = 64'h0000000000000000;
				tag_bank[i] =  32'h00000000;
				miss_cnt = 0;
			end
			d_cache_access_cnt <= 0;
			d_cache_miss_cnt <= 0;
			count_check <= 0;
		end
		else begin
			if(!hit || (miss_cnt != 0)) begin
				begin	 
					if(tag_bank[addr_idx][32-16] == 0) begin
						if(miss_cnt == 2) begin 
							data_bank[addr_idx][128-1 : 128-64] <= data2;
						end
						else if(miss_cnt == 3) begin	 
							if(DP_writeM2) begin
								if(addr_bo==0) begin
									data_bank[addr_idx][128-1:128-16] <= DP_data2;
								end
								if(addr_bo==1) begin
									data_bank[addr_idx][128-17:128-32] <= DP_data2;
								end
								if(addr_bo==2) begin
									data_bank[addr_idx][128-33:128-48] <= DP_data2;
								end
								if(addr_bo==3) begin
									data_bank[addr_idx][128-49:128-64] <= DP_data2;
								end
							end
						end
						if (miss_cnt==4) begin	
							tag_bank[addr_idx][32-1:32-13] <= addr_tag;
							tag_bank[addr_idx][32-14] <= 1;	 
							tag_bank[addr_idx][32-16] <= 1;	 
							tag_bank[addr_idx][32-32] <= 0;
							if(DP_writeM2) begin
								tag_bank[addr_idx][32-15] <= 1;	 
							end  
							else begin
								tag_bank[addr_idx][32-15] <= 0;	 
							end  
							miss_cnt <= 0;
						end
						else begin
							miss_cnt <= miss_cnt +1;
						end
					end
					else begin
						if(miss_cnt == 2) begin 
							data_bank[addr_idx][128-65 : 128-128] <= data2;
						end
						else if(miss_cnt == 3) begin
							if(DP_writeM2) begin
								if(addr_bo==0) begin
									data_bank[addr_idx][128-65:128-80] <= DP_data2;
								end
								if(addr_bo==1) begin
									data_bank[addr_idx][128-81:128-96] <= DP_data2;
								end
								if(addr_bo==2) begin
									data_bank[addr_idx][128-97:128-112] <= DP_data2;
								end
								if(addr_bo==3) begin
									data_bank[addr_idx][128-113:128-128] <= DP_data2;
								end
							end
						end
						if (miss_cnt==4) begin
							tag_bank[addr_idx][32-17:3] <= addr_tag;
							tag_bank[addr_idx][2] <= 1;	 
							tag_bank[addr_idx][0] <= 1;	 
							tag_bank[addr_idx][32-16] <= 0;
							if(DP_writeM2) begin	 
								tag_bank[addr_idx][32-15] <= 1;
							end  
							else begin
								tag_bank[addr_idx][32-15] <= 0;
							end  
							miss_cnt <= 0;
						end
						else begin
							miss_cnt <= miss_cnt +1;
						end
					end 
				end
			end  
			else if(hit) begin   
				if(DP_writeM2) begin
					if(hit_1) begin
						if(addr_bo==0) begin
							data_bank[addr_idx][128-1:128-16] <= DP_data2;
						end
						if(addr_bo==1) begin
							data_bank[addr_idx][128-17:128-32] <= DP_data2;
						end
						if(addr_bo==2) begin
							data_bank[addr_idx][128-33:128-48] <= DP_data2;
						end
						if(addr_bo==3) begin
							data_bank[addr_idx][128-49:128-64] <= DP_data2;
						end
					end
					else if(hit_2) begin
						if(addr_bo==0) begin
							data_bank[addr_idx][128-65:128-80] <= DP_data2;
						end
						if(addr_bo==1) begin
							data_bank[addr_idx][128-81:128-96] <= DP_data2;
						end
						if(addr_bo==2) begin
							data_bank[addr_idx][128-97:128-112] <= DP_data2;
						end
						if(addr_bo==3) begin
							data_bank[addr_idx][128-113:128-128] <= DP_data2;
						end
					end
					tag_bank[addr_idx][32-15] <= 1;
				end
			end
		end  
	end
endmodule

===== ./run.sh =====
#!/bin/bash
# OpenROAD 26Q1-2900-gdf79404cd8, Yosys 0.63+post, stock flow scripts
make -C /OpenROAD-flow-scripts/flow DESIGN_CONFIG=/design/flow/config.mk WORK_HOME=/design/flow/orfs finish

===== ./config.mk =====
export PLATFORM = sky130hd
export DESIGN_NAME = d_cache
export DESIGN_NICKNAME = d_cache
export VERILOG_FILES = /design/flow/design.v
export SDC_FILE = /design/flow/constraint.sdc
export NUM_CORES = 4
export LEC_CHECK = 1
export CORE_UTILIZATION = 40

===== ./constraint.sdc =====
current_design d_cache

set clk_period 19.1
set clk_io_pct 0.2

create_clock -name clk0 -period $clk_period [get_ports {clk}]

set non_clock_inputs [all_inputs -no_clocks]
set_input_delay [expr $clk_period * $clk_io_pct] -clock clk0 $non_clock_inputs
set_output_delay [expr $clk_period * $clk_io_pct] -clock clk0 [all_outputs]

==> PnR_summary.wiki <==
=== Physical design figures ===
{| class="wikitable"
! Metric !! Value
|-
| Area share, top type || 40.32%
|-
| GP Congestion || 0.9432
|-
| Yosys warning count || 5
|-
| HPWL after DPL || 45910 um
|-
| H-Tree Depth || 2
|-
| Buffer levels on the longest clock path || 3
|-
| Run status || aborted with a tool error
|-
| Cell area after synthesis || 19060 um^2
|-
| Synth area leaders || sky130_fd_sc_hd__edfxtp_1, sky130_fd_sc_hd__a211oi_1, sky130_fd_sc_hd__mux2i_1
|-
| Stop stage || clock tree synthesis (4_1_cts)
|-
| Top_reg_cell synth || sky130_fd_sc_hd__edfxtp_1
|-
| Run Error || [error] [KeplerFormal.cpp:679] Workflow failed: Iso has multiple drivers: .DP_data20, _1992_.X0
|-
| Die x size || 220.3 um
|-
| Library cell occupying the most area in the post-synthesis netlist || sky130_fd_sc_hd__edfxtp_1
|-
| Port Buffers || 52
|-
| Die Ht || 220.3 um
|-
| Post-synth EDFFs || 256
|-
| Post-CTS Setup Repair Bufs || 0
|-
| Synthesized registers || 320
|-
| Count of different cell masters after synthesis || 57
|-
| Number of cells produced by synthesis || 1821
|-
| CTS-repair resized insts || 0
|-
| Chip area from the yosys synthesis statistics || 19060 um^2
|-
| FFs w/ async S/R, synth || 0%
|-
| Sequential fraction of the synthesis area || 47.04%
|-
| Clock tree root driver cell || sky130_fd_sc_hd__clkbuf_16
|-
| Number of cells in Yosys stat || 1821
|-
| Total clock sinks || 320
|-
| Inserted Clock Buffers || 37
|-
| Per-instance average area after synthesis || 10.47 um^2
|-
| I/O pin cnt || 135
|-
| Floorplan-stage core utilization || 40.78%
|-
| Hold-fix buffers at CTS || 0
|-
| Num rows || 79
|}
Yosys cell counts, drive strengths merged (4+ instances only):
cell / n
o22ai: 13
xnor2: 26
mux2: 13
and2: 13
inv: 17
nand4: 6
nor4: 12
nand3: 61
mux4: 42
o221ai: 13
mux2i: 141
and3: 6
a22oi: 22
o21a: 7
nor2: 68
dfxtp: 64
buf: 80
nor2b: 57
a21boi: 55
ha: 4
clkbuf: 114
a211oi: 264
edfxtp: 256
nor3: 10
o21ai: 145
nand2: 185
a21oi: 95
stage by stage:
step           cell area [um^2]  std cells  hold WS [ns]  worst slack [ns]
3_5_place_dp              20190       2379        0.4536             6.898
3_3_place_gp              20190       2379        0.4491             6.923
2_1_floorplan             19070       1822        0.4406             9.084
cells by family after synthesis:
| group | Yosys count | share of synthesized area [%] |
|---|---|---|
| other cells | 1 | 0.01967 |
| compound gates | 626 | 21.76 |
| buf+inv | 211 | 5.047 |
| fa+ha+maj | 4 | 0.2625 |
| flops | 320 | 47.04 |
| mux | 196 | 13.13 |
| simple gates | 434 | 11.40 |
| xor+xnor | 29 | 1.332 |
