==> run.sh <==
#!/bin/bash
# OpenROAD 26Q1-2900-gdf79404cd8, Yosys 0.63+post, stock flow scripts
make -C /OpenROAD-flow-scripts/flow DESIGN_CONFIG=/design/flow/config.mk WORK_HOME=/design/flow/orfs finish
==> config.mk <==
export PLATFORM = sky130hd
export DESIGN_NAME = i_cache
export DESIGN_NICKNAME = i_cache
export VERILOG_FILES = /design/flow/design.v
export SDC_FILE = /design/flow/constraint.sdc
export NUM_CORES = 4
export LEC_CHECK = 1
export CORE_UTILIZATION = 30
==> design.v <==
module i_cache(IF_PC, i_cache_result, clk, reset_n, outside_hit, readM1, address1, data1);
	input [16-1:0] IF_PC;
	input clk;
	input reset_n;
	output outside_hit;
	output [16-1:0] i_cache_result;
	output readM1;
	output [16-1:0] address1;
	input [64-1:0] data1;
	assign readM1 = 1;
	reg [128-1:0] data_bank [0:2-1];
	reg [32-1:0] tag_bank [0:2-1];
	reg [16-1:0] i;
	wire [12:0] IF_PC_tag = IF_PC[16-1:16-13];
	wire [0:0] IF_PC_idx = IF_PC[16-14:16-14];
	wire [1:0] IF_PC_bo = IF_PC[16-15:0];
	wire hit_1 = (IF_PC_tag == tag_bank[IF_PC_idx][32-1:32-13]) && (tag_bank[IF_PC_idx][32-14] == 1);
	wire hit_2 = (IF_PC_tag == tag_bank[IF_PC_idx][32-17:32-29]) && (tag_bank[IF_PC_idx][32-30] == 1);
	wire hit = hit_1 | hit_2;
	wire [16-1:0] hit_result = hit ? (hit_1 
		? (IF_PC_bo==0 ? data_bank[IF_PC_idx][127:112] : (IF_PC_bo==1 ? data_bank[IF_PC_idx][111:96]: (IF_PC_bo == 2 ? data_bank[IF_PC_idx][95:80]: data_bank[IF_PC_idx][79:64])))	 
		: (IF_PC_bo==0 ? data_bank[IF_PC_idx][63:48] : (IF_PC_bo==1 ? data_bank[IF_PC_idx][47:32]: (IF_PC_bo == 2 ? data_bank[IF_PC_idx][31:16]: data_bank[IF_PC_idx][15:0])))		 
		): 0;	 
	reg [3:0] miss_cnt;
	assign i_cache_result = (hit==1 && miss_cnt==0) ? hit_result :0 ;
	assign outside_hit = (hit==1 && miss_cnt==0) ? 1 :0 ;
	assign address1 = (miss_cnt) ? IF_PC - (IF_PC % 4) : 0;
	reg [16-1:0] i_cache_miss_cnt;
	always @ (posedge clk) begin
		if(!reset_n) begin
			for(i = 0; i < 2; i = i + 1) begin
				data_bank[i] <= 64'h0000000000000000;
				tag_bank[i] <=  32'h00000000;
				miss_cnt <= 0;
			end
			i_cache_miss_cnt <= 0;
		end
		else begin
			if(miss_cnt==1) begin
				i_cache_miss_cnt = i_cache_miss_cnt+1;
			end
			if(!hit || (miss_cnt != 0)) begin
				begin	 
					if(tag_bank[IF_PC_idx][32-16] == 0) begin
						if(tag_bank[IF_PC_idx][32-15] == 1) begin  
						end 
						else if(miss_cnt == 3) begin 
							data_bank[IF_PC_idx][128-1 : 128-64] <= data1;
						end
						if (miss_cnt==4) begin	 
							tag_bank[IF_PC_idx][32-1:32-13] <= IF_PC_tag;
							tag_bank[IF_PC_idx][32-14] <= 1;	 
							tag_bank[IF_PC_idx][32-15] <= 0;	 
							tag_bank[IF_PC_idx][32-16] <= 1;	 
							tag_bank[IF_PC_idx][32-32] <= 0;
							miss_cnt <= 0;
						end
						else begin
							miss_cnt <= miss_cnt +1;
						end
					end
					else begin
						if(tag_bank[IF_PC_idx][32-15] == 1) begin  
						end 
						else if(miss_cnt == 3) begin 
							data_bank[IF_PC_idx][128-65 : 128-128] <= data1;
						end
						if (miss_cnt==4) begin	
							tag_bank[IF_PC_idx][32-17:3] <= IF_PC_tag;
							tag_bank[IF_PC_idx][2] <= 1;	 
							tag_bank[IF_PC_idx][1] <= 0;	 
							tag_bank[IF_PC_idx][0] <= 1;	 
							tag_bank[IF_PC_idx][32-16] <= 0;	 
							miss_cnt <= 0;
						end
						else begin
							miss_cnt <= miss_cnt +1;
						end
					end 
				end
			end
		end
	end
endmodule
==> constraint.sdc <==
current_design i_cache

set clk_period 8.5
set clk_io_pct 0.2

create_clock -name clk0 -period $clk_period [get_ports {clk}]

set non_clock_inputs [all_inputs -no_clocks]
set_input_delay [expr $clk_period * $clk_io_pct] -clock clk0 $non_clock_inputs
set_output_delay [expr $clk_period * $clk_io_pct] -clock clk0 [all_outputs]
==> summary.txt <==
run results: status=finished clean, cell-internal power=2.75 mW, die area=52,300 um2, Pre-Place Util=30.6%, sw frac=23.5%, Fill cells=4,817, dpl ws=~1.6 ns, CTS buffer count=36, Crit Path Class=primary input to output pin, layout cell share with drive strength beyond 1=12.4%, Largest cells by area=edfxtp_1 60%, mux4_2 9.3%, nor3_1 7.3%, largest net degree at the start of global routing=80, DR vias=10.0k, DRC Markers=0, f_max=144 MHz, hold violation total from the final report=0, CTS H-Tree Depth=2, synth cell count leaders=310 x edfxtp_1, 226 x nor3_1, 149 x nand2_1, routed len/inst=20.7 um, Post-CTS Hold Buffers=0, number of port buffers=112, Post-DRT Antenna Nets=0, Slew @ Worst Pin=0.895 ns, Combinational Power Share=just over 10%, core footprint=50,500 um2, OpenROAD warning count=26, Synth Flop Type=edfxtp_1, Synth Warn #=1, flip-flops with a built-in enable=310, die width=229 um, Finished Cell Area=about 18,000 um2, RSZ-0062 raised after global routing=no, Root Buffer=clkbuf_16, Die H=229 um, Synth async-reset ratio=0%, fin. max-slew vios=0, clock-pin slew on the worst setup and hold paths=0.06 ns, global route overflow=0, final WL=40,200 um, crit-path max cell delay=roughly 0.72 ns, post-route setup TNS=0 ns, # Post-CTS Setup Buffers=0, Top-area cell share=between 60% and 70%, P_leak=5.87 nW, CP max FO=about 46, CTS tree=done, first-pass GRT wire length=62,300 um, synthesis area per yosys=15,400 um2, worst path cell trace=buf_6, buf_4, mux2i_1, xnor2_1, a21oi_1, nand4_2, a21oi_4, o21a_1, clkdlybuf4s50_1, period utilisation layout=81.6%, gp weighted congestion=~0.88, Syn Std Cell Area=roughly 15,000 um2, vias in the first global route=10.2k, Setup violations, final=0, Reg power frac=50.2%, PwrDens=~200 nW/um2, Seq cells post-synth=318, Slew headroom=40.1%, First-pass DRT Iterations=5, worst setup margin=1.56 ns, Placed Area=between 15,000 and 20,000 um2, maxcap violations=0, Seq/Total Area, Yosys=61.4%, Clk pwr share=approximately 40%, CP Capture Type=output pin, I/O pin count=116, Min-Delay Path Class=register to register, Resized Gates After CTS=0, vias per cell=5.16, area grow syn2layout=18.4%, largest area contributor in the synthesized netlist=edfxtp_1, Slowest cell on crit path=a21oi_4, All-Layer GR Usage=16.5%, ant diodes=0, switching power=845 uW, initial antenna violation count=1, Crit path required time=6.80 ns, Synth top cell by count=edfxtp_1, Clock Skews=0.0282 ns, clk sinks=318, Max Root-Sink Buffers=3, DP HPWL=24,800 um, Worst VDD drop=0.119 mV, Worst Path Arrival=5.24 ns, drt first-iter violations=699, min Tclk post-route=6.94 ns, total power=approximately 3.6 mW, Worst Setup Start Kind=primary input, synthesized netlist cell count=roughly 1.2k, Synth cell types=37, Rows=82, post-synthesis area per instance=about 13 um2, Yosys Instances=about 1.2k, Clk Latency, worst-skew pair=0.53 ns
## path summary, 6_finish.rpt
| kind | from | to | slack (ns) | cells past startpoint |
|---|---|---|---|---|
| max reg2reg | tag_bank[1][31] | data_bank[1][116] | 4.18 | 8 |
| max | IF_PC[2] | i_cache_result[4] | 1.56 | 9 |
| min reg2reg | tag_bank[1][2] | tag_bank[1][2] | 0.46 | 1 |
| min | tag_bank[1][2] | tag_bank[1][2] | 0.46 | 1 |
## routing by layer
metal	share of wire [%]	global-route usage (%)
met5	0.032	0
met4	2.0	2.90
met3	12	8.31
met2	47	25.1
met1	39	22.2
## worst max-delay path: cells and delay by family
family	cells	cell delay [ns]
buf+inv	3	1.52
xor+xnor	1	0.11
mux	1	0.27
simple gates	1	0.39
compound gates	3	1.15
## flip-flops by register name (all words and copies together), names as in the netlist
signal,flops
tag_bank,58
miss_cnt,4
data_bank,256
## power groups by stage
stage | clock network (mW) | registers, mW | logic [mW]
4_1_cts | 1.45 | 1.81 | 0.366
5_1_grt | 1.51 | 1.81 | 0.391
6_report | 1.43 | 1.80 | 0.362
## final cells by class
cell class              instances  area, um2  area share [%]
flip-flops and latches        318       9470            51.8
multi-input cells             741       5520            30.2
repair buffers                142       1340            7.35
clock buffers                  51        987            5.40
well taps                     672        841            4.60
clock inverters                14       90.1           0.493
inverters                       5       18.8           0.103
## per-stage QoR
stage          hold WS (ns)  utilization [%]  instances
2_1_floorplan         0.427                -       1177
3_3_place_gp          0.446             34.0       1878
3_5_place_dp          0.447             34.0       1878
4_1_cts               0.461             36.2       1943
5_1_grt               0.479             36.2       1943
6_report              0.461             36.2       1943
## cell usage in the layout (no fill, tap or decap), types with 20 or more instances in the layout
master	Yosys	routed
clkbuf_16	0	36
nor4b_1	47	47
nor3_1	226	226
xnor2_1	24	24
nand2_1	149	148
clkdlybuf4s50_1	0	110
buf_4	14	30
nor2_1	23	21
edfxtp_1	310	310
mux2i_1	59	59
nand2b_1	20	20
and2_1	55	55
mux4_2	64	64
## cell families after synthesis
group,Yosys count,synth area share (%)
and+or+nand+nor,546,18.3
DFF,318,61.4
muxes,123,13.2
buffers and inverters,118,3.50
AOI/OAI and AO/OA,43,2.03
xor gates and xnor gates,24,1.36
adders and majority gates,2,0.162
other,2,0.0487
Power figures rest on the tool's default switching activity, not on a simulated workload.
